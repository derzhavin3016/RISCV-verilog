===== design.v =====
module immSel (
        input [31:0] instr,
        output [31:0] imm
    );
    logic [31:0] im;
    assign imm = im;
    always @(*)
    case (instr[6:0]
             )
        7'b0010011, 7'b1100111, 7'b0000011:
            im = {{21{instr[31]}}, instr[30:20]};  
        7'b1100011:
            im = {{20{instr[31]}}, instr[7], instr[30:25], instr[11:8], 1'b0};  
        7'b0010111, 7'b0110111:
            im = {instr[31:12], 12'b0};  
        7'b1101111:
            im = {{12{instr[31]}}, instr[19:12], instr[20], instr[30:21], 1'b0};  
        7'b0100011:
            im = {{21{instr[31]}}, instr[30:25], instr[11:7]};  
        default:
            im = 32'hxxxx;
    endcase
endmodule

===== run.sh =====
#!/bin/bash
# OpenROAD 26Q1-2900-gdf79404cd8, Yosys 0.63+post, stock flow scripts
make -C /OpenROAD-flow-scripts/flow DESIGN_CONFIG=/design/flow/config.mk WORK_HOME=/design/flow/orfs finish

===== config.mk =====
export PLATFORM = sky130hd
export DESIGN_NAME = immSel
export DESIGN_NICKNAME = immSel
export VERILOG_FILES = /design/flow/design.v
export SDC_FILE = /design/flow/constraint.sdc
export NUM_CORES = 4
export LEC_CHECK = 1
export CORE_AREA = 10 10 70 70
export DIE_AREA = 0 0 80 80

===== constraint.sdc =====
current_design immSel

set clk_period 3.8
set clk_io_pct 0.2

create_clock -name clk0 -period $clk_period

set non_clock_inputs [all_inputs -no_clocks]
set_input_delay [expr $clk_period * $clk_io_pct] -clock clk0 $non_clock_inputs
set_output_delay [expr $clk_period * $clk_io_pct] -clock clk0 [all_outputs]

==> results_tabular.tex <==
% Auto-generated results table
\begin{tabular}{lr}
\hline
Metric & Value \\
\hline
\multicolumn{2}{l}{\textbf{Critical path}} \\
Worst-path fanout max & 15 \\
Critical path's largest stage delay & 0.48 ns \\
Number of buffers and inverters on the critical path & 3 \\
Kind of cell adding the most delay to the critical path & buffers and inverters \\
Worst setup path startpoint & instr[6] \\
Most frequent cell on the critical path & sky130\_fd\_sc\_hd\_\_clkdlybuf4s50\_1 \\
Worst-path cell chain & clkdlybuf4s50\_1, or3b\_4, nor2\_4, buf\_4, a21o\_1, clkdlybuf4s50\_1 \\
Required time of the critical path & 3.04 ns \\
Crit path arrival time & 2.74 ns \\
Worst setup path category & in2out \\
Crit path max-delay cell type & sky130\_fd\_sc\_hd\_\_clkdlybuf4s50\_1 \\
Capturing element type of the critical path & output port \\
CP Depth & 6 \\
Startpoint types & primary input \\
Capturing instance or port of the critical path & imm[30] \\
\multicolumn{2}{l}{\textbf{Final layout}} \\
Filler cells & 372 \\
Layout clock buffer count & 0 \\
Number of sequential cells in the layout & 0 \\
Non-Filler Instances & 158 \\
Most frequent standard cell in the layout excluding fill and tap cells & sky130\_fd\_sc\_hd\_\_clkdlybuf4s50\_1 \\
Reg area & 0 µm² \\
Most frequent logic cells in the routed design & sky130\_fd\_sc\_hd\_\_clkdlybuf4s50\_1, sky130\_fd\_sc\_hd\_\_a21o\_1, sky130\_fd\_sc\_hd\_\_nor2b\_1 \\
Post-route cell area & 1070 µm² \\
Layout Area Growth over Synthesis & 172\% \\
Share of layout cells above drive strength 1 & 7.14\% \\
\multicolumn{2}{l}{\textbf{Timing}} \\
Maximum clock frequency & 286 MHz \\
Final slew viol count & 0 \\
Fin crit share & 92.2\% \\
Post-Route Setup TNS & 0 ns \\
Slew HR & 72.5\% \\
Unrepaired setup endpoints after global routing & no \\
Slew of the pin with the lowest slew margin & 0.412 ns \\
Worst hold slack & 2.35 ns \\
Final setup fails & 0 \\
Clock period minus worst slack & 3.50 ns \\
Final hold viol count & 0 \\
\multicolumn{2}{l}{\textbf{Placed design}} \\
Placed Cells incl. Taps & 158 \\
Number of buffer cells added on primary ports & 64 \\
DP HPWL & 2000 µm \\
Standard cell area after detailed placement & 1070 µm² \\
Final weighted congestion in routability-driven placement & 0.743 \\
\multicolumn{2}{l}{\textbf{Synth}} \\
Post-Synthesis Mean Instance Area & 7.86 µm² \\
Cell area after synthesis & 393 µm² \\
Number of cell instances after yosys synthesis & 50 \\
Count of cell types in the netlist & 20 \\
Synthesized instance count & 50 \\
Synth Seq Share & 0\% \\
Syn. warnings & 1 \\
Yosys Chip Area & 393 µm² \\
\multicolumn{2}{l}{\textbf{Power}} \\
Lkg Pwr & 0.474 nW \\
Fraction of power consumed by combinational cells & 100.0\% \\
Switching power as a share of total power & 25.5\% \\
Power density cells & 93.8 nW/µm² \\
Internal power component & 0.0000746 W \\
Clock network fraction of design power & 0\% \\
Part of the total power dissipated in sequential elements & 0\% \\
Worst-case vdd ir drop & 0.0314 mV \\
Net Sw Power & 0.0000256 W \\
\multicolumn{2}{l}{\textbf{Floorplanning}} \\
Count of standard-cell rows & 21 \\
Number of placed I/O pins & 64 \\
Core Area & 3420 µm² \\
Width of the die & 80 µm \\
Chip Area & 6400 µm² \\
Vertical extent of the die & 80 µm \\
Fraction of the core area occupied by cells at floorplan & 11.5\% \\
\multicolumn{2}{l}{\textbf{Detailed routing}} \\
Total iterations of the first detailed-routing run & 4 \\
ANT nets after route & 0 \\
Routed via count divided by cell count & 3.99 \\
First-iteration detailed-routing DRC count & 7 \\
Number of diodes added for antenna fixing & 0 \\
Final Routed Wirelength & 2280 µm \\
DRC Markers & 0 \\
Via count & 630 \\
Routed wirelength normalized by instance count & 14.4 µm \\
\multicolumn{2}{l}{\textbf{Clocking}} \\
Hold buffers post-CTS & 0 \\
Setup Buffers After CTS & 0 \\
Resized cells post-CTS & 0 \\
\multicolumn{2}{l}{\textbf{Global route}} \\
Aggregate global-route resource usage & 6.89\% \\
Number of antenna violations at the first check in global routing & 0 \\
Number of global-route vias before repair & 725 \\
Remaining global-route overflow & 0 \\
Largest net degree at the start of global routing & 16 \\
Wire length of the first global-routing pass & 3650 µm \\
\multicolumn{2}{l}{\textbf{Job}} \\
Tool warning count & 32 \\
Tally of max-capacitance violations & 0 \\
\multicolumn{2}{l}{\textbf{Status}} \\
Outcome & finished clean \\
\multicolumn{2}{l}{\textbf{Min path}} \\
Worst min path class & in2out \\
\hline
\end{tabular}
==> cells by family (layout without fill, tap and decap cells) <==
family	Yosys count	count (layout)	share of synthesized area (%)
buffers and inverters	6	68	11.5
AND-OR/OR-AND	27	27	55.7
AND/OR/NAND/NOR	17	17	32.8
==> worst min path at each step <==
stage,startpoint,to,slack [ns],depth (start not counted)
5_1_grt,instr[31],imm[31],2.38,2
4_1_cts,instr[31],imm[31],2.37,2
6_report,instr[31],imm[31],2.35,2
==> cell usage after synthesis (2+ instances only) <==
cell type / n / area share (%)
sky130_fd_sc_hd__a21o_1: 19 / 36
sky130_fd_sc_hd__nor2b_1: 5 / 8.0
sky130_fd_sc_hd__a22o_1: 4 / 8.9
sky130_fd_sc_hd__buf_4: 2 / 3.8
sky130_fd_sc_hd__buf_6: 2 / 5.7
sky130_fd_sc_hd__inv_1: 2 / 1.9
sky130_fd_sc_hd__nand4b_1: 2 / 4.5
sky130_fd_sc_hd__nor2_2: 2 / 3.2
==> cell type report <==
type / count / area [µm²] / area share [%]
Multi-Input combinational cell: 44 / 348 / 32.6
Timing Repair Buffer: 66 / 656 / 61.4
Inverter: 2 / 7.51 / 0.703
Tap cell: 46 / 57.6 / 5.39
==> per-layer routing <==
metal / track usage, % / up-vias / part of all wire [%]
met5: 0 / - / 0
met4: 0 / 0 / 0
met3: 5.23 / 0 / 19
met2: 9.55 / 48 / 36
met1: 8.78 / 267 / 44
li1: - / 315 / -
==> power by group through the flow <==
stage | Sequential (W) | Clock [W] | Combinational [W]
CTS | 0 | 0 | 0.000103
global route | 0 | 0 | 0.000111
finish | 0 | 0 | 0.000100
==> through the flow <==
step	setup WS, ns	total power [W]	utilization (%)
final	0.298	0.000100	31.3
after global routing	0.165	0.000111	31.3
after CTS	0.284	0.000103	31.3
after detailed placement	0.287	0.000101	31.3
after global placement	0.316	0.000102	31.3
after floorplan	1.38	0.0000217	-
Power and IR drop assume default switching activity.
