<file path="./run.sh">
#!/bin/bash
# OpenROAD 26Q1-2900-gdf79404cd8, Yosys 0.63+post, stock flow scripts
make -C /OpenROAD-flow-scripts/flow DESIGN_CONFIG=/design/flow/config.mk WORK_HOME=/design/flow/orfs finish
</file>
<file path="./constraint.sdc">
current_design regfile

set clk_period 11.8
set clk_io_pct 0.2

create_clock -name clk0 -period $clk_period [get_ports {clk}]

set non_clock_inputs [all_inputs -no_clocks]
set_input_delay [expr $clk_period * $clk_io_pct] -clock clk0 $non_clock_inputs
set_output_delay [expr $clk_period * $clk_io_pct] -clock clk0 [all_outputs]
</file>
<file path="./design.v">
module regfile (input clk,
                    input [4:0] ra1, ra2,
                    input we3,
                    input [4:0] wa3,
                    input [31:0] wd3,
                    output [31:0] rd1, rd2
                   );
    reg [31:0] regf[31:0];
    assign rd1 = (ra1 != 0) ? regf[ra1] : 0;
    assign rd2 = (ra2 != 0) ? regf[ra2] : 0;
    always @ (negedge clk)
        if (we3)
            regf[wa3] <= wd3;
endmodule
</file>
<file path="./config.mk">
export PLATFORM = sky130hd
export DESIGN_NAME = regfile
export DESIGN_NICKNAME = regfile
export VERILOG_FILES = /design/flow/design.v
export SDC_FILE = /design/flow/constraint.sdc
export NUM_CORES = 4
export LEC_CHECK = 1
export CORE_UTILIZATION = 40
</file>
==> Changelog: implementation <==
### Metrics

- Final count of pins violating max slew: 0
- P_leak: approximately 22 nW
- Worst slew margin: 0.297
- Post-Syn Area per Cell: 20.6 um2
- DRC Markers: 0
- CP Max Fanout: 2
- Setup TNS: 0 ns
- Synth warnings: 1
- Max-cap violations: 0
- CTS Buffer Depth: 3
- CTS tree: yes
- CP max stage cell: a2111oi_0
- Htree depth: 3
- Grt met3 use: 0.257
- Detailed placer's ending HPWL: 84.7 mm
- CP arrival: about 9.2 ns
- Total GRT Usage: 0.281
- CP delay by family, top: AND-OR/OR-AND gates
- Critical Path Source Type: register
- Core box area: 0.116 mm2
- Row cnt: 125
- DR iter-0 viols: 1792
- OpenROAD warning count: 1030
- Class of the worst hold path: in -> out
- Ports: roughly 110
- Pre-CTS setup slack: 0.819 ns
- P&R area growth vs syn: 23.6%
- Final Hold Viols: 0
- Placed cell count: 3869
- CP Buf/Inv Count: 1
- Clock Tree Root: clkbuf_16
- Tightest Pin Transition: between 1 and 1.5 ns
- Avg WL per Cell: 29.7 um
- Grt met2 use: 0.395
- Yosys stat area: approximately 0.047 mm2
- Hold slack: 5.80 ns
- Vias in the first global route: 34900
- RSZ-0062 raised after global routing: false
- Initial antenna violation count: 5
- Cts bufs inserted: 107
- Number of buffers added on ports: ~110
- Top Usage Layer GRT: met2
- Post-synth top area cell: edfxtp_1
- Die area: 0.119 mm2
- Fin util: 0.500
- Number of cells in Yosys stat: 2291
- First-pass GRT wire length: between 200 and 250 mm
- Top cells, area: edfxtp_1 65%, mux4_2 22%, mux2i_1 3.4%, o22ai_1 1.4%, a22o_1 0.99%
- Design area: about 0.058 mm2
- Met1 usage in global routing: 0.283
- Synthesized area: 0.0471 mm2
- Status: completed
- Dpl cell area: 0.0507 mm2
- GP Congestion: 0.888
- Setup violators final: 0
- Die width: about 350 um
- Synth flops: 1024
- Fillers: approximately 9100
- Final std cells w/o fill: 5085
- Critical path, cell by cell: mux4_2 -> a22o_1 -> a2111oi_0 -> nor3_1 -> clkdlybuf4s50_1
- Leading registers by flop count: regf x1024
- Layout cells sized above 1: 0.244
- Clock sinks: 1024
- CP max stage delay: 0.75 ns
- Top cell area share: 0.653
- Largest register by flop count: regf
- Sequential fraction of the synthesis area: 0.653
- Initial DRT Pass Iterations: 5
- Antenna Nets Post-Route: 0
- Via Count: 29600
- Vias/cell: 5.82
- Unique cell types: approximately 40
- Fp util: 0.405
- Die span in y: 345 um
- Grt ovf: 0
- Req. time, crit path: 9.44 ns
- Tot Pwr: 9.61 mW
- Maximum vdd drop: approximately 0.00011 V
- Kind of critical path: reg -> out
- Pin count of the biggest net entering global routing: around 100
- WL final: between 150 and 200 mm
- Largest register FFs: 1024
- Pwr dens: between 150 and 200 mW/mm2
- Worst-path clk slew: ~0.04 ns
- Post-CTS Setup Bufs: 0
- Final setup margin: 0.229 ns
- Syn Inst Count: 2291
- Setup crit end kind: output pin
-- layer usage --
metal,share of wire,wire [um]
met1,0.30,45300
met2,0.47,71400
met3,0.19,28200
met4,0.041,6220
met5,0.00046,70
-- worst paths after layout --
check  depth (start not counted)      end             startpoint
max                            5   rd2[5]  regf[10][5]$_DFFE_NP_
min                            4  rd2[12]                 ra2[1]
-- report_power, final --
part	leakage, nW	total [mW]	internal, mW	switching, mW
registers	9.22	4.10	4.08	0.0184
logic	6.00	0.718	0.321	0.398
clock network	7.22	4.79	2.56	2.23
-- timing repair --
action | CTS | global route
hold buffers | 0 | 0
endpoints found under the setup margin | 0 | 1
hold endpoints to repair | 0 | 0
resized | 0 | 1
-- placed cells by master (no fill, tap or decap), drive strengths merged, types with 5 or more instances in the layout --
cell and n:
o22ai 105, nor2b 13, nor3 55, nand3b 7, clkdlybuf4s50 104, nand2b 6
clkbuf 109, mux2 33, nand2 7, a2111oi 61, a22oi 16, nor4 5
inv 1052, o221ai 5, a221oi 6, bufinv 20, mux4 465, nor2 39
buf 142, edfxtp 1024, clkinvlp 34, a21oi 8, mux2i 160, a22o 53
-- kinds of logic after synthesis --
group | after synthesis | synth area share
AND/OR/NAND/NOR | 149 | 0.0163
flip-flops | 1024 | 0.653
AND-OR/OR-AND | 264 | 0.0436
buffers and inverters | 196 | 0.0226
multiplexers | 658 | 0.264
-- synthesized netlist by cell type (all sizes together) --
cell type and n:
or3b 4, o22ai 105, nor2 39, nor4b 1, edfxtp 1024, nand2 7
nand3b 7, nor3 55, a311oi 1, nor2b 13, a21oi 8, mux2 33
a2111oi 61, a31o 1, or3 2, and4b 1, o221ai 5, mux4 465
inv 3, nand3 4, a22o 53, a22oi 16, mux2i 160, clkinv 1
or2 2, nor4 5, a32o 4, a221oi 6, clkbuf 69, a211oi 4
and2 3, nand2b 6, buf 123
-- final cells by class --
cell class                      instances  area [um2]  area share
Antenna cell                            3        7.51    0.000129
Clock inverter                       1105        4750      0.0816
Clock buffer                          109        2730      0.0469
Tap cell                             1524        1910      0.0328
Sequential cell                      1024       30700       0.528
Timing Repair Buffer                  246        2480      0.0427
Inverter                                3        11.3    0.000194
Multi-Input combinational cell       1071       15600       0.267
Power and IR drop assume default switching activity.
