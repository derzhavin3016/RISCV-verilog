### design.v
module pcReg (
        input clk,
        input en,
        input clr,
        input [31:0] pcIn,
        output [31:0] pcOut
    );
    reg [31:0] pc  ;
    assign pcOut = pc;
    always @(posedge clk)
        if (clr)
            pc <= 0;
        else if (en)
            pc <= pcIn;
endmodule
### run.sh
#!/bin/bash
# OpenROAD 26Q1-2900-gdf79404cd8, Yosys 0.63+post, stock flow scripts
make -C /OpenROAD-flow-scripts/flow DESIGN_CONFIG=/design/flow/config.mk WORK_HOME=/design/flow/orfs finish
### config.mk
export PLATFORM = sky130hd
export DESIGN_NAME = pcReg
export DESIGN_NICKNAME = pcReg
export VERILOG_FILES = /design/flow/design.v
export SDC_FILE = /design/flow/constraint.sdc
export NUM_CORES = 4
export LEC_CHECK = 1
export CORE_AREA = 10 10 101 101
export DIE_AREA = 0 0 111 111
### constraint.sdc
current_design pcReg

set clk_period 1.0
set clk_io_pct 0.2

create_clock -name clk0 -period $clk_period [get_ports {clk}]

set non_clock_inputs [all_inputs -no_clocks]
set_input_delay [expr $clk_period * $clk_io_pct] -clock clk0 $non_clock_inputs
set_output_delay [expr $clk_period * $clk_io_pct] -clock clk0 [all_outputs]
==> run notes <==
run metrics: maximum vdd ir drop=531 µV, Hold Path Class=in2reg, DRC viols=0, first-pass GRT wire length=5.02 mm, setup slack, reg-to-reg=300 ps, max reg flops=32, Most flops, register=pc, Yosys reg bits=32, hold_buf cts=0, clk root buf=clkbuf_8, pre-CTS WS=-111 ps, initial antenna violation count=0, Placed Area=1930 µm², largest registers=pc x32, status=finished clean, Tool Warnings=25, ys cells=103, largest net degree at the start of global routing=33, PD cells=1470 nW/µm², mapped cell area=1160 µm², Flop pwr share=0.500, FF-to-FF Start=pc[6], Worst-Margin Slew=142 ps, Max Clock Skew=0 ps, combinational gate area=440 µm², crit path max fanout=2, via count=944, Fmax=1040 MHz, Horiz. Die Dim=111 µm, Synth mux share=0.275, switching share of power=0.219, critical-path cell list=clkdlybuf4s15_1, Critical Path AT=760 ps, Avg Cell Area, Syn=11.3 µm², Main logic family=multiplexers, Gate power share=0.138, Clk pwr share=0.362, CTS Buf Count=5, Worst Setup EP=pcOut[5], Int Pwr=2.19 mW, Die ar.=12300 µm², P_leak=0.880 nW, share of cells above drive strength 1=0.425, Final HPWL DP=2.34 mm, WL/cell=11.1 µm, antenna viol nets, final=0, RD Place Congestion=0.726, PnR worst setup slack=42.2 ps, max cap viols=0, Crit. path cell count=1, vias in the first global route=989, Worst setup SP type=register, Final Cell Area=1910 µm², Critical Path Start=pc[5], Final Hold Fails=0, Compound Share, Synth=0, Die Ht=111 µm, CTS tree=yes, gr usage total=0.0483, CP required=800 ps, reg2reg path depth=3, CTS Buffer Depth=2, Fillers=888, Rows=33, final WL=3.11 mm, Final setup violation count=0, Pins Over Slew Limit=0, Cell Type Count=6, worst rel slew slack=0.902, Clock Sinks=32, slowest stage delay, CP=320 ps, critical path class=reg2out, nature of the critical path endpoint=output pin, xor/xnor share=0, top cell family by delay on the critical path=flip-flops, synth warn=1, Final Critical Period=958 ps, sw power=0.614 mW, IO Pins=67, Flop area=681 µm², FP Util=0.143, GRT overflow=0, sequential-to-total area share from yosys stat=0.551, CTS H-Tree Depth=2, clock slew seen by the registers of the worst setup and hold paths=60 ps, RSZ-0062 raised after global routing=false, Hold Path Depth=4, I/O Buffers=66, r2r endpoint=pc[6], core area=8130 µm², n_diodes=0, worst path bufs/invs=1, synthesis area per yosys=1160 µm², Vias/cell=3.38, Adder Area Share=0, Initial DRC Count=16, post-layout period usage=0.958, Cells after Synth=103, Detailed Routing Iterations Pass 1=2, post-synthesis simple-gate area fraction=0.103, area delta synth->final=64.2%, Setup TNS Final=0 ps, critical path's slowest cell=dfxtp_2, Clock Latency Late Sink=270 ps
power groups by stage:
stage         clock [mW]  combinational [mW]  sequential (mW)
global route        1.15               0.431             1.41
finish              1.01               0.386             1.40
CTS                 1.08               0.429             1.40
how the worst min path moves through the flow:
stage	startpoint	to	slack, ps
CTS	en	pc[29]	400
global route	en	pc[29]	420
finish	en	pc[14]	410
cells in the mapped netlist, drive strengths merged:
cell type  count  share of area
clkbuf         3         0.0097
mux2i         32           0.28
dfxtp         32           0.55
nor2          32           0.10
buf            4          0.061
cell type report:
type / count / share of cell area
clock buffers: 8 / 0.0472
multi-input cells: 64 / 0.231
flip-flops and latches: 32 / 0.356
well taps: 105 / 0.0688
repair buffers: 70 / 0.297
what timing repair did:
item                                   CTS  global route
endpoints found under the hold margin    0             0
setup endpoints to repair               32            28
setup buffers                            0             1
gates resized                          100            28
logic make-up (layout without fill, tap and decap cells):
kind of cell | count (synthesis) | after routing
buffers and inverters | 7 | 78
multiplexers | 32 | 32
flip-flops | 32 | 32
AND/OR/NAND/NOR | 32 | 32
stage by stage:
| stage | power (mW) | utilization | hold slack (ps) | std cells |
|---|---|---|---|---|
| floorplan | 1.57 | - | 272 | 103 |
| global placement | 1.88 | 0.237 | 471 | 270 |
| detailed placement | 1.88 | 0.237 | 485 | 270 |
| CTS | 2.91 | 0.251 | 403 | 278 |
| global route | 2.99 | 0.235 | 418 | 279 |
| finish | 2.80 | 0.235 | 411 | 279 |
metal layers:
metal	GRT usage	wire [µm]	share of wire
met3	0.0334	395	0.13
met4	0.00608	27	0.0087
met5	0	0	0
met1	0.0588	1430	0.46
met2	0.0704	1260	0.40
placed cells by master, fill, tap and decap left out:
cell type	instances
buf_12	3
buf_2	4
buf_4	1
clkbuf_1	2
clkbuf_2	28
clkbuf_8	6
clkdlybuf4s15_1	1
clkdlybuf4s50_1	33
dfxtp_2	32
mux2i_1	32
nor2_1	32
Power is estimated from default activity; no workload was simulated.
